$ cat flow/design.v
module adder #() (a,b,c);
	input int a;
    input int b;
	output int c;
    always @ (a or b) begin
        c = a+b;
    end
endmodule
$ cat flow/run.sh
#!/bin/bash
# OpenROAD 26Q1-2900-gdf79404cd8, Yosys 0.63+post, stock flow scripts
make -C /OpenROAD-flow-scripts/flow DESIGN_CONFIG=/design/flow/config.mk WORK_HOME=/design/flow/orfs finish
$ cat flow/config.mk
export PLATFORM = sky130hd
export DESIGN_NAME = adder
export DESIGN_NICKNAME = adder
export VERILOG_FILES = /design/flow/design.v
export SDC_FILE = /design/flow/constraint.sdc
export NUM_CORES = 4
export LEC_CHECK = 1
export CORE_AREA = 10 10 85 85
export DIE_AREA = 0 0 95 95
export SYNTH_HDL_FRONTEND = slang
$ cat flow/constraint.sdc
current_design adder

set clk_period 24.1
set clk_io_pct 0.2

create_clock -name clk0 -period $clk_period

set non_clock_inputs [all_inputs -no_clocks]
set_input_delay [expr $clk_period * $clk_io_pct] -clock clk0 $non_clock_inputs
set_output_delay [expr $clk_period * $clk_io_pct] -clock clk0 [all_outputs]
==> changes_impl.md <==
### Changed

- # clk buffers: 0
- Synth top cells by count: ha_1 (31), a21oi_1 (29), a21o_1 (19), nand2_1 (18), xor2_1 (15)
- Synth Seq Share: 0
- Cycle use final: 0.520
- Rows: 27
- Placed instance area: 2750 um2
- Final WS setup: 11560 ps
- Routed vias: 2079
- Die Size: 9030 um2
- Distinct lib cells: 50
- Clk pwr share: 0
- Ys Warns: 0
- Simple-gate portion of the synthesized area: 0.183
- Area of the mapped netlist: 1740 um2
- Outcome: complete, no violations
- Switching part of the total: 0.397
- PortBufs: 96
- Max FO, Critical Path: 4
- Vias/cell: 5.22
- Slew Limit Fails: 0
- Critical path's most frequent cell: clkdlybuf4s50_1
- Final worst path period need: 12540 ps
- ANT nets after route: 0
- MaxCap Viol Count: 0
- Register area: 0 um2
- Yosys aoi share: 0.393
- Pre-Place Util: 0.319
- Net switching power: 0.0000318 W
- Largest net degree at the start of global routing: 11
- Flip-flops: 0
- Die X-Extent: 95 um
- Met3 WL post-DR: 465 um
- Slowest CP cell: clkdlybuf4s50_1
- Remaining DRCs: 0
- First-pass GRT wire length: 9490 um
- Crit end category: primary output
- Rel. slew slack: 0.642
- Post-Synth XOR/XNOR Area: 0.141
- Top cells by area: ha_1 (22%), a21oi_1 (8.3%), a21o_1 (8.2%)
- Ports: 96
- Worst hold slack: 10670 ps
- Placer Congestion: 0.925
- Yosys cell count: 241
- Cell type with the largest total area: ha_1
- Critical Path, Cell by Cell: clkdlybuf4s50_1 > ha_1 > fa_1 > a21o_1 > a31o_2 > nand3_1 > o221ai_1 > a311oi_1 > o21bai_1 > xor2_1 > clkdlybuf4s50_1
- Chip area in the Yosys report: 1740 um2
- Via count of the first global-routing pass: 2036
- Fmax: 79.7 MHz
- GRT Util Overall: 0.124
- Post_cts resized: 0
- Top sig layer: met4
- Drt first pass iters: 4
- Area Overhead vs Synth: 57.7%
- Final core occ: 0.503
- Internal power: 0.0000483 W
- Hold_buf cts: 0
- Dominant cell area share: 0.222
- Initial drt markers: 54
- Metal2 WL: 2550 um
- RSZ-0062 raised after global routing: no
- Power per cell area: 29.1 nW/um2
- Syn Inst Count: 241
- Tool warnings: 32
- Layout cells sized above 1: 0.0307
- Postcts setup bufs: 0
- Grt total ovfl: 0
- Diodes inserted: 0
- Peak VDD IR: 0.0118 mV
- Adders+Majority by Area: 0.234
- Post-DP HPWL: 5120 um
- Arrival time worst endpoint: 7720 ps
- Wirelength per Cell: 14.7 um
- Worst-margin pin slew: 523 ps
- CP Launch Type: primary input
- Flop pwr share: 0
- CP required: 19280 ps
- Setup TNS: 0 ps
- Main logic family: AND-OR/OR-AND gates
- CP max stage delay: 490 ps
- Wl on met1: 2800 um
- Setup Viol. Count Final: 0
- Crit Path Category: in2out
- Comb power frac: 1.000
- Chip height: 95 um
- Layout fillers: 569
- Design area: 2750 um2
- Dpl ws: 11520 ps
- Final Routed Wirelength: 5840 um
- Most frequent cell after synthesis: ha_1
- Mux frac, synth: 0.0115
- Mapped Avg Cell Area: 7.24 um2
- Initial antenna violation count: 0
- Core ar.: 5470 um2
- Hold Crit Class: in2out
- Final Hold Fails: 0
- Leakage power: 1.18 nW
## final timing paths
check | from | endpoint | slack, ps | depth (start not counted)
max | a[0] | c[26] | 11560 | 11
min | b[0] | c[0] | 10670 | 3
## power by group through the flow
stage         Sequential, W  Combinational [W]  Clock [W]
global route              0          0.0000892          0
finish                    0          0.0000800          0
CTS                       0          0.0000814          0
## kinds of logic (layout without fill, tap and decap cells)
kind of cell             Yosys count  in the layout
AND-OR/OR-AND                     97             97
multiplexers                       2              2
adder cells (fa/ha/maj)           32             32
AND/OR/NAND/NOR                   65             65
buffers and inverters             17            102
XOR/XNOR                          28             28
## area by class of cell
cell class	count	area, um2	share of cell area
multi-input cells	224	1680	0.610
repair buffers	96	961	0.349
well taps	72	90.1	0.0327
inverters	6	22.5	0.00819
## layer usage
metal  up-vias  GRT usage
li1       1103          -
met1       913      0.163
met2        61      0.211
met3         2     0.0288
met4         0    0.00623
met5         -          0
## cell usage in the layout, fill, tap and decap left out, types with 3 or more instances in the layout
master and instances:
nand2_1 18, ha_1 31, nand4_1 8, o211ai_1 3
xor2_1 15, nand3_1 10, nor2_1 12, a31oi_1 3
xnor2_1 13, o21bai_1 4, inv_1 6, o21ai_0 13
a21o_1 19, clkdlybuf4s50_1 96, or2_2 3, nor3_1 4
a21oi_1 29, a211oi_1 3
## critical path, delay by kind of cell
| kind | cells | cell delay, ps |
|---|---|---|
| AND-OR/OR-AND | 5 | 1130 |
| buffers and inverters | 2 | 890 |
| adder cells (fa/ha/maj) | 2 | 640 |
| XOR/XNOR | 1 | 130 |
| AND/OR/NAND/NOR | 1 | 90 |
## per-stage QoR
stage / power, W / cells
final: 0.0000800 / 398
after global routing: 0.0000892 / 398
after CTS: 0.0000814 / 398
after detailed placement: 0.0000809 / 398
after global placement: 0.0000809 / 398
after floorplan: 0.0000385 / 241
Power is estimated from default activity; no workload was simulated.
